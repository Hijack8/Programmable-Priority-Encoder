## design/flow/config.mk

```make
export PLATFORM = sky130hd
export DESIGN_NAME = ppe_h
export DESIGN_NICKNAME = ppe_h
export VERILOG_FILES = /design/flow/design.v
export SDC_FILE = /design/flow/constraint.sdc
export NUM_CORES = 4
export LEC_CHECK = 1
export CORE_UTILIZATION = 30
```

## design/flow/constraint.sdc

```tcl
current_design ppe_h

set clk_period 4.7
set clk_io_pct 0.2

create_clock -name clk0 -period $clk_period [get_ports {clk}]

set non_clock_inputs [all_inputs -no_clocks]
set_input_delay [expr $clk_period * $clk_io_pct] -clock clk0 $non_clock_inputs
set_output_delay [expr $clk_period * $clk_io_pct] -clock clk0 [all_outputs]
```

## design/flow/design.v

```verilog
`timescale 1ns / 1ps
module encoder #(
  parameter WIDTH = 1024,
  parameter LOG_W = 10
)(
    input              [WIDTH-1: 0]        in                         ,
    output reg         [LOG_W-1: 0]        out
);
integer i;
  always @(*) begin
    out = 0;
    for (i = 0; i < WIDTH; i = i + 1) begin : search
      if (in[i]) begin
        out = i[LOG_W-1:0];   
      end
    end 
  end
endmodule
`timescale 1ns / 1ps
module ppe #(
  parameter PPE_WIDTH = 1024,
  parameter PPE_LOG_W = 10
) (
    input              [PPE_WIDTH-1: 0]        Req                        , 
    input              [PPE_LOG_W-1: 0]        P_enc                      , 
    output reg         [PPE_WIDTH-1: 0]        Gnt,
    output                              valid                        
);
    wire               [PPE_WIDTH-1: 0]        P_thermo;
    wire               [PPE_WIDTH-1: 0]        Gnt_smpl_pe;
    wire               [PPE_WIDTH-1: 0]        Gnt_smpl_pe_thermo;
    wire               [1: 0]        anyGnt_smpl_pe_thermo;
    wire               [1: 0]        anyGnt_smpl_pe;
    thermometer
    #(
      .WIDTH(PPE_WIDTH),
      .LOG_W(PPE_LOG_W)
    ) rmo_mask (
      .enc(P_enc),
      .thermo(P_thermo)
    );
    smpl_pe 
    # (.WIDTH(PPE_WIDTH/2)) 
    u0_smpl_pe_thermo_w512 
    (
    .Req                                ((~P_thermo[PPE_WIDTH/2-1:0]) & Req[PPE_WIDTH/2-1:   0]),
    .Gnt                                (Gnt_smpl_pe_thermo[PPE_WIDTH/2-1:   0]),
    .valid                              (anyGnt_smpl_pe_thermo[0]  ) 
    );
    smpl_pe 
    # (.WIDTH(PPE_WIDTH/2))
    u0_smpl_pe_w512 
    (
    .Req                                (Req[PPE_WIDTH/2-1:0]),
    .Gnt                                (Gnt_smpl_pe[PPE_WIDTH/2-1:0]),
    .valid                              (anyGnt_smpl_pe[0]) 
    );
    smpl_pe 
    # (.WIDTH(PPE_WIDTH/2))
    u1_smpl_pe_thermo_w512
    (
    .Req                                ((~P_thermo[PPE_WIDTH-1:PPE_WIDTH/2]) & Req[PPE_WIDTH-1:PPE_WIDTH/2]),
    .Gnt                                (Gnt_smpl_pe_thermo[PPE_WIDTH-1: PPE_WIDTH/2]),
    .valid                              (anyGnt_smpl_pe_thermo[1]  ) 
    );
    smpl_pe 
    # (.WIDTH(PPE_WIDTH/2))
    u1_smpl_pe_w512
    (
    .Req                                (Req[PPE_WIDTH-1: PPE_WIDTH/2]),
    .Gnt                                (Gnt_smpl_pe[PPE_WIDTH-1: PPE_WIDTH/2]),
    .valid                              (anyGnt_smpl_pe[1]) 
    );
    assign valid = (anyGnt_smpl_pe[0] | anyGnt_smpl_pe[1]);
    always @* begin
        case(anyGnt_smpl_pe_thermo)
            2'b00: begin
                case(anyGnt_smpl_pe)
                    2'b00: begin
                        Gnt = Gnt_smpl_pe;
                    end
                    2'b01: begin
                        Gnt = Gnt_smpl_pe;
                    end
                    2'b10: begin
                        Gnt = Gnt_smpl_pe;
                    end
                    2'b11: begin
                        Gnt[PPE_WIDTH-1:PPE_WIDTH/2] = 0;
                        Gnt[PPE_WIDTH/2-1:0] = Gnt_smpl_pe[PPE_WIDTH/2-1:0];
                    end
                endcase
            end
            2'b01: begin
                Gnt = Gnt_smpl_pe_thermo;
            end
            2'b10: begin
                Gnt = Gnt_smpl_pe_thermo;
            end
            2'b11: begin
                case (P_enc[PPE_LOG_W-1])
                    1'b0: begin
                        Gnt[PPE_WIDTH-1: PPE_WIDTH/2] = 0;
                        Gnt[PPE_WIDTH/2-1:0] = Gnt_smpl_pe_thermo[PPE_WIDTH/2-1:0];
                    end
                    1'b1: begin
                        Gnt[PPE_WIDTH-1: PPE_WIDTH/2] = Gnt_smpl_pe_thermo[PPE_WIDTH-1:PPE_WIDTH/2];
                        Gnt[PPE_WIDTH/2-1:0] = 0;
                    end
                endcase
            end
        endcase
    end
endmodule
`timescale 1ns / 1ps
module ppe_h #(
  parameter PPE_H_WIDTH = 8,
  parameter PPE_H_LOG_W = 3 
) (
    input clk,
    input rst,
    input [PPE_H_WIDTH*PPE_H_WIDTH-1:0] Req,
    output [PPE_H_WIDTH*PPE_H_WIDTH-1:0] Gnt_o,
    output [PPE_H_WIDTH-1:0]valid
);
    genvar i;
    wire [PPE_H_WIDTH-1:0] top_req;
    reg [PPE_H_LOG_W-1:0] top_p_enc;
    generate 
      for (i = 0; i < PPE_H_WIDTH; i = i + 1) begin 
        assign top_req[i] = |Req[(i+1)*PPE_H_WIDTH-1:i*PPE_H_WIDTH];
      end
    endgenerate
    wire [PPE_H_WIDTH-1:0] Gnt_top;
    ppe #(
      .PPE_WIDTH(PPE_H_WIDTH),
      .PPE_LOG_W(PPE_H_LOG_W)
    ) ppe_top (
        .Req(top_req),
        .P_enc(top_p_enc),
        .Gnt(Gnt_top),
        .valid(valid_top)
    );
    wire [PPE_H_LOG_W-1:0] o_top;
    encoder #(
      .WIDTH(PPE_H_WIDTH),
      .LOG_W(PPE_H_LOG_W)
    ) encoder_top (
      .in(Gnt_top << 1 | Gnt_top >> (PPE_H_WIDTH-1)),
      .out(o_top)
    );
    reg [PPE_H_LOG_W-1:0] top_idx;
    reg [PPE_H_LOG_W-1:0] P_enc[PPE_H_WIDTH-1:0];  
    wire [PPE_H_WIDTH-1:0] Gnt[PPE_H_WIDTH-1:0];
    wire [PPE_H_LOG_W-1:0] o_value[PPE_H_WIDTH-1:0];
    wire [PPE_H_WIDTH-1:0] Reqi[PPE_H_WIDTH-1:0];
    generate 
      for (i = 0; i < PPE_H_WIDTH; i = i + 1) begin 
        assign Reqi[i] = Req[(i+1)*PPE_H_WIDTH-1:i*PPE_H_WIDTH];
      end
    endgenerate
    integer j;
    always @(posedge clk) begin 
      if (rst) begin 
        top_idx <= 0;
        top_p_enc <= 0;
        for (j = 0; j < PPE_H_WIDTH; j = j + 1) begin 
          P_enc[j] <= 0;
        end
      end else begin 
        P_enc[o_top] <= o_value[o_top];
        top_p_enc <= o_top;
      end
    end
    generate 
      for (i = 0; i < PPE_H_WIDTH; i = i + 1) begin 
        assign Gnt_o[(i+1)*PPE_H_WIDTH-1:i*PPE_H_WIDTH] = Gnt_top[i] ? Gnt[i] : 0;
      end
    endgenerate
    generate 
      for (i = 0; i < PPE_H_WIDTH; i = i + 1) begin 
        ppe #(
          .PPE_WIDTH(PPE_H_WIDTH),
          .PPE_LOG_W(PPE_H_LOG_W)
        ) ppe_inst (
            .Req(Reqi[i]),
            .P_enc(P_enc[i]),
            .Gnt(Gnt[i]),
            .valid(valid[i])
        );
        encoder #(
          .WIDTH(PPE_H_WIDTH),
          .LOG_W(PPE_H_LOG_W)
        ) encoder_inst (
        .in(Gnt[i] << 1 | Gnt[i] >> (PPE_H_WIDTH-1)),
        .out(o_value[i]) 
        );
      end
    endgenerate
endmodule
`timescale 1ns / 1ps
module smpl_pe #(
  parameter WIDTH = 512
)(
    input              [WIDTH-1: 0]        Req                        ,
    output             [WIDTH-1: 0]        Gnt                        ,
    output                              valid                       
);
    assign Gnt = Req & (~Req + 1);
    assign valid = |Req;
endmodule
`timescale 1ns / 1ps
module thermometer #(
  parameter WIDTH = 1024,
  parameter LOG_W = 10
)(
    input              [LOG_W-1: 0]        enc                        ,
    output             [WIDTH-1: 0]        thermo                      
);
    genvar i;
    generate
        for (i = 0; i < WIDTH; i = i + 1) begin : gen_loop
            assign thermo[i] = (i < enc) ? 1'b1 : 1'b0;
        end
    endgenerate
endmodule
```

## design/flow/run.sh

```bash
#!/bin/bash
# OpenROAD 26Q1-2900-gdf79404cd8, Yosys 0.63+post, stock flow scripts
make -C /OpenROAD-flow-scripts/flow DESIGN_CONFIG=/design/flow/config.mk WORK_HOME=/design/flow/orfs finish
```

==> results.sh <==
# yosys + openroad results
export IMPL_grt_pass1_wl_microns=31600
export IMPL_setup_tns_ns=0
export IMPL_rr_worst_depth=17
export IMPL_via_count=7147
export IMPL_min_period_ns=4.68
export IMPL_p_switching_uw=907
export IMPL_synth_cell_types=84
export IMPL_gp_congestion=0.896
export IMPL_max_cap_violations=0
export IMPL_largest_area_cell="edfxtp_1"
export IMPL_worst_path_max_fanout=8
export IMPL_final_max_slew_viol_count=0
export IMPL_crit_top_cell="buf_6"
export IMPL_routed_wirelength_microns=19700
export IMPL_clkSlewWorstSetupHoldPaths_ns=0.07
export IMPL_endpoint="Gnt_o[11]"
export IMPL_synth_flops=27
export IMPL_ys_cells=753
export IMPL_place_hpwl_microns=14600
export IMPL_crit_buf_inv=6
export IMPL_drtPass1Iterations=5
export IMPL_topCellsByArea="edfxtp_1, nor2_1, o21ai_0, ha_1, nand2_1"
export IMPL_path_delay_family="simple AND/OR/NAND/NOR gates"
export IMPL_overflow=0
export IMPL_wire_per_inst_microns=14.6
export IMPL_synth_avg_cell_area_sq_um=6.65
export IMPL_pre_cts_ws_ns=-0.884
export IMPL_initCoreUtil_pct=31.2
export IMPL_critPathSlowestCell="or4_4"
export IMPL_cpPeakStageDelay_ns=0.55
export IMPL_yosys_area_sq_um=5000
export IMPL_syn_area_sq_um=5000
export IMPL_r2r_slack_ns=0.73
export IMPL_rows=46
export IMPL_ctsRootBufferMaster="clkbuf_16"
export IMPL_core_area_sq_um=16100
export IMPL_die_y_microns=131
export IMPL_worst_ep_required_time_ns=3.76
export IMPL_crit_chain="buf_6 -> or4_4 -> nor2_4 -> inv_2 -> a22oi_2 -> o21ai_2 -> ha_4 -> nor2_4 -> buf_6 -> buf_6 -> nor3_4 -> o221ai_1 -> buf_4 -> nor3_2 -> clkdlybuf4s50_1"
export IMPL_critPathLaunch="Req[5]"
export IMPL_vias_per_cell=5.32
export IMPL_final_area_sq_um=9310
export IMPL_seqPwrFrac_pct=19.7
export IMPL_grt_max_degree=20
export IMPL_drt_initial_drc_count=493
export IMPL_whs_ns=1.11
export IMPL_drc_errors=0
export IMPL_comb_power_share_pct=70.7
export IMPL_finalPower_mw=2.06
export IMPL_cp_data_arrival_time_ns=3.74
export IMPL_ys_flop_type="edfxtp_1"
export IMPL_fin_cells=1344
export IMPL_rsz0062_at_grt="yes"
export IMPL_cts_tree="built"
export IMPL_enable_flop_cells=24
export IMPL_ys_seq_share_pct=15.6
export IMPL_endpoint_kind="primary output"
export IMPL_areaGrowthSynthToFinish_pct=86.1
export IMPL_postLayoutCoreUtil_pct=58.0
export IMPL_clockBufferDepth=2
export IMPL_openroad_warnings=36
export IMPL_synthCells=753
export IMPL_post_route_cells_drive_above_1_share_pct=40.0
export IMPL_fmax_mhz=214
export IMPL_holdBufCountCts=0
export IMPL_antenna_cells=0
export IMPL_place_inst=1277
export IMPL_die_w_microns=131
export IMPL_cts_buffers=3
export IMPL_min_path_type="flip-flop to flip-flop"
export IMPL_clock_skew_ns=0.00376
export IMPL_p_int_mw=1.15
export IMPL_clkPwrFrac_pct=9.6
export IMPL_placed_area_sq_um=8010
export IMPL_cellPowerDensity_nw_per_um2=221
export IMPL_clk_latency_ns=0.26
export IMPL_h_tree_depth=1
export IMPL_start_kind="primary input"
export IMPL_sw_frac_of_total_pct=44.0
export IMPL_cp_num_cells=15
export IMPL_antenna_found_initial=0
export IMPL_criticalPathCategory="primary input to primary output"
export IMPL_synth_top_area_share_pct=14.4
export IMPL_worst_slew_pin_slew_ns=0.719
export IMPL_reg2reg_from="top_p_enc[2]"
export IMPL_portBuffers=137
export IMPL_finalSetupViolations=0
export IMPL_min_from="P_enc[0][1]"
export IMPL_p_leak_nw=4.31
export IMPL_outcome="finished, final reports clean"
export IMPL_cts_sinks=27
export IMPL_period_used_pct=99.5
export IMPL_grt_pass1_vias=6513
export IMPL_synthArstFlopShare_pct=0
export IMPL_peakVddDrop_mv=0.173
export IMPL_grt_util_all_layers_pct=22.2
export IMPL_chip_area_sq_um=17200
export IMPL_hold_viol_final=0
export IMPL_boundaryPins=138
export IMPL_slew_headroom_pct=51.9
export IMPL_ant_nets=0
export IMPL_ys_warnings_count=5
export IMPL_r2r_end="P_enc[2][2]"
export IMPL_fin_ws_ns=0.0246
## power groups by stage
stage | clock [mW] | sequential [mW] | combinational (mW)
5_1_grt | 0.212 | 0.415 | 1.59
6_report | 0.197 | 0.407 | 1.46
4_1_cts | 0.199 | 0.398 | 1.31
## sequential cells by signal, indices dropped and copies added (netlist names)
signal / count
P_enc: 24
top_p_enc: 3
## worst register-to-register path, delay by kind of cell, from the launching register on
family                     cells  cell delay [ns]
AOI/OAI and AO/OA              8             1.63
buffers and inverters          5             0.79
DFF                            1             0.69
and+or+nand+nor                3             0.29
adders and majority gates      1             0.29
## cells in the final DEF (no fill, tap or decap), drive strengths merged, types with 5 or more instances in the layout
cell type        n
edfxtp          24
nor2           127
o31ai           11
a31oi           10
dlygate4sd2     54
a41oi            6
inv             56
nand2b          21
or3              5
buf            285
nor2b           18
clkdlybuf4s15    8
nor3            44
a21o             8
and2            12
nor3b            9
clkdlybuf4s50   25
a22oi            6
nand2           59
clkbuf          14
a21oi           36
ha              18
nor4            29
nand3           17
a2111oi         12
or4              5
a211oi           8
and3             5
or2             17
o21ai           57
nand3b           6
o21a            12
a21boi           9
dlymetal6s2s    23
## repair_timing
action / in CTS / in global routing
gates resized: 272 / 122
pin swaps: 72 / 42
buffers inserted: 41 / 22
gates cloned: 2 / 0
endpoints found under the setup margin: 94 / 86
## worst min-delay path by stage
stage / to / slack [ns] / cells past startpoint
after CTS: P_enc[0][0] / 1.07 / 5
after global routing: P_enc[0][0] / 1.21 / 5
final: P_enc[0][0] / 1.11 / 5
## layer usage
| metal | up-vias | share of wire (%) | GRT usage [%] |
|---|---|---|---|
| li1 | 3561 | - | - |
| met1 | 3284 | 47 | 33.2 |
| met2 | 280 | 45 | 34.8 |
| met3 | 22 | 7.1 | 3.58 |
| met4 | 0 | 1.3 | 2.48 |
| met5 | - | 0 | 0 |
## layout make-up
cell class	instances	area, sq um
fillers	1359	6750
multi-input cells	636	4590
repair buffers	405	3380
flip-flops and latches	27	781
well taps	216	270
inverters	56	210
clock buffers	4	78.8
## synthesized netlist by cell type (9+ instances only)
cell type / count
a31oi_1: 10
clkbuf_1: 22
nand2_1: 59
nor3_1: 44
nand3_1: 16
a2111oi_0: 10
o21a_1: 11
inv_1: 55
ha_1: 18
a21boi_0: 9
a21oi_1: 36
or2_2: 15
and2_1: 12
nor2b_1: 18
edfxtp_1: 24
nor4_1: 26
nor2_1: 126
o31ai_1: 11
nand2b_1: 21
nor3b_1: 9
o21ai_0: 55
## cell families after synthesis
group	after synthesis	synth area share (%)
compound gates	229	32.4
flops	27	15.6
simple gates	388	39.7
buf+inv	91	7.80
fa+ha+maj	18	4.50
No activity file was given, so power comes from the tool's default toggle rates.
