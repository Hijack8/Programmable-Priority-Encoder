$ cat run.sh
#!/bin/bash
# OpenROAD 26Q1-2900-gdf79404cd8, Yosys 0.63+post, stock flow scripts
make -C /OpenROAD-flow-scripts/flow DESIGN_CONFIG=/design/flow/config.mk WORK_HOME=/design/flow/orfs finish
$ cat config.mk
export PLATFORM = sky130hd
export DESIGN_NAME = ppe_com
export DESIGN_NICKNAME = ppe_com
export VERILOG_FILES = /design/flow/design.v
export SDC_FILE = /design/flow/constraint.sdc
export NUM_CORES = 4
export LEC_CHECK = 1
export CORE_AREA = 10 10 98 98
export DIE_AREA = 0 0 108 108
$ cat constraint.sdc
current_design ppe_com

set clk_period 4.4
set clk_io_pct 0.2

create_clock -name clk0 -period $clk_period [get_ports {clk}]

set non_clock_inputs [all_inputs -no_clocks]
set_input_delay [expr $clk_period * $clk_io_pct] -clock clk0 $non_clock_inputs
set_output_delay [expr $clk_period * $clk_io_pct] -clock clk0 [all_outputs]
$ cat design.v
`timescale 1ns / 1ps
module encoder #(
  parameter WIDTH = 1024,
  parameter LOG_W = 10
)(
    input              [WIDTH-1: 0]        in                         ,
    output reg         [LOG_W-1: 0]        out
);
integer i;
  always @(*) begin
    out = 0;
    for (i = 0; i < WIDTH; i = i + 1) begin : search
      if (in[i]) begin
        out = i[LOG_W-1:0];   
      end
    end 
  end
endmodule
`timescale 1ns / 1ps
module ppe #(
  parameter PPE_WIDTH = 1024,
  parameter PPE_LOG_W = 10
) (
    input              [PPE_WIDTH-1: 0]        Req                        , 
    input              [PPE_LOG_W-1: 0]        P_enc                      , 
    output reg         [PPE_WIDTH-1: 0]        Gnt,
    output                              valid                        
);
    wire               [PPE_WIDTH-1: 0]        P_thermo;
    wire               [PPE_WIDTH-1: 0]        Gnt_smpl_pe;
    wire               [PPE_WIDTH-1: 0]        Gnt_smpl_pe_thermo;
    wire               [1: 0]        anyGnt_smpl_pe_thermo;
    wire               [1: 0]        anyGnt_smpl_pe;
    thermometer
    #(
      .WIDTH(PPE_WIDTH),
      .LOG_W(PPE_LOG_W)
    ) rmo_mask (
      .enc(P_enc),
      .thermo(P_thermo)
    );
    smpl_pe 
    # (.WIDTH(PPE_WIDTH/2)) 
    u0_smpl_pe_thermo_w512 
    (
    .Req                                ((~P_thermo[PPE_WIDTH/2-1:0]) & Req[PPE_WIDTH/2-1:   0]),
    .Gnt                                (Gnt_smpl_pe_thermo[PPE_WIDTH/2-1:   0]),
    .valid                              (anyGnt_smpl_pe_thermo[0]  ) 
    );
    smpl_pe 
    # (.WIDTH(PPE_WIDTH/2))
    u0_smpl_pe_w512 
    (
    .Req                                (Req[PPE_WIDTH/2-1:0]),
    .Gnt                                (Gnt_smpl_pe[PPE_WIDTH/2-1:0]),
    .valid                              (anyGnt_smpl_pe[0]) 
    );
    smpl_pe 
    # (.WIDTH(PPE_WIDTH/2))
    u1_smpl_pe_thermo_w512
    (
    .Req                                ((~P_thermo[PPE_WIDTH-1:PPE_WIDTH/2]) & Req[PPE_WIDTH-1:PPE_WIDTH/2]),
    .Gnt                                (Gnt_smpl_pe_thermo[PPE_WIDTH-1: PPE_WIDTH/2]),
    .valid                              (anyGnt_smpl_pe_thermo[1]  ) 
    );
    smpl_pe 
    # (.WIDTH(PPE_WIDTH/2))
    u1_smpl_pe_w512
    (
    .Req                                (Req[PPE_WIDTH-1: PPE_WIDTH/2]),
    .Gnt                                (Gnt_smpl_pe[PPE_WIDTH-1: PPE_WIDTH/2]),
    .valid                              (anyGnt_smpl_pe[1]) 
    );
    assign valid = (anyGnt_smpl_pe[0] | anyGnt_smpl_pe[1]);
    always @* begin
        case(anyGnt_smpl_pe_thermo)
            2'b00: begin
                case(anyGnt_smpl_pe)
                    2'b00: begin
                        Gnt = Gnt_smpl_pe;
                    end
                    2'b01: begin
                        Gnt = Gnt_smpl_pe;
                    end
                    2'b10: begin
                        Gnt = Gnt_smpl_pe;
                    end
                    2'b11: begin
                        Gnt[PPE_WIDTH-1:PPE_WIDTH/2] = 0;
                        Gnt[PPE_WIDTH/2-1:0] = Gnt_smpl_pe[PPE_WIDTH/2-1:0];
                    end
                endcase
            end
            2'b01: begin
                Gnt = Gnt_smpl_pe_thermo;
            end
            2'b10: begin
                Gnt = Gnt_smpl_pe_thermo;
            end
            2'b11: begin
                case (P_enc[PPE_LOG_W-1])
                    1'b0: begin
                        Gnt[PPE_WIDTH-1: PPE_WIDTH/2] = 0;
                        Gnt[PPE_WIDTH/2-1:0] = Gnt_smpl_pe_thermo[PPE_WIDTH/2-1:0];
                    end
                    1'b1: begin
                        Gnt[PPE_WIDTH-1: PPE_WIDTH/2] = Gnt_smpl_pe_thermo[PPE_WIDTH-1:PPE_WIDTH/2];
                        Gnt[PPE_WIDTH/2-1:0] = 0;
                    end
                endcase
            end
        endcase
    end
endmodule
module ppe_com #(
  parameter PPE_C_WIDTH = 8,
  parameter PPE_C_LOG_W = 3 
) (
    input clk,
    input rst,
    input [PPE_C_WIDTH-1:0] Req,
    output reg[PPE_C_WIDTH-1:0] Gnt_reg,
    output reg valid_reg
);
    reg [PPE_C_LOG_W-1:0] P_enc_reg;
    reg [PPE_C_WIDTH-1:0] Req_reg;
    wire [PPE_C_LOG_W-1:0] o_value;
    wire [PPE_C_WIDTH-1:0] Gnt;
    wire valid;
    ppe #(
      .PPE_WIDTH(PPE_C_WIDTH),
      .PPE_LOG_W(PPE_C_LOG_W)
    )u_ppe_w1024 (
        .Req                                (Req_reg),
        .P_enc                              (P_enc_reg                 ),
        .Gnt                                (Gnt),
        .valid                              (valid)
    );
    encoder #(
      .WIDTH(PPE_C_WIDTH),
      .LOG_W(PPE_C_LOG_W)
    )u_encoder (
    .in                                 (Gnt << 1 | Gnt >> (PPE_C_WIDTH-1)),
    .out                                (o_value) 
    );
    always@(posedge clk) begin 
      if (rst) begin 
        Req_reg <= 0;
        Gnt_reg <= 0;
        valid_reg <= 0;
        P_enc_reg <= 0;
      end
      else begin 
        Req_reg <= Req;
        Gnt_reg <= Gnt;
        valid_reg <= valid;
        P_enc_reg <= o_value;
      end
    end
endmodule
`timescale 1ns / 1ps
module smpl_pe #(
  parameter WIDTH = 512
)(
    input              [WIDTH-1: 0]        Req                        ,
    output             [WIDTH-1: 0]        Gnt                        ,
    output                              valid                       
);
    assign Gnt = Req & (~Req + 1);
    assign valid = |Req;
endmodule
`timescale 1ns / 1ps
module thermometer #(
  parameter WIDTH = 1024,
  parameter LOG_W = 10
)(
    input              [LOG_W-1: 0]        enc                        ,
    output             [WIDTH-1: 0]        thermo                      
);
    genvar i;
    generate
        for (i = 0; i < WIDTH; i = i + 1) begin : gen_loop
            assign thermo[i] = (i < enc) ? 1'b1 : 1'b0;
        end
    endgenerate
endmodule
==> impl_metrics.ini <==
; implementation run metrics
[outcome]
outcome = complete, no violations

[yosys]
synthTopCellsByCount = 20 x dfxtp_1, 12 x nor2b_1, 9 x nor2_1
synth-async-reset-ratio = 0
synth-edff-count = 0
synth.distinct_cells = 37
area_leaders = dfxtp_1 43%, nor2b_1 8.0%, nor3_1 3.7%
synthMostInstantiatedCell = dfxtp_1
yosys_cells = 106
syn-instance-count = 106
postSynthSeqShare = 0.4267
top_area_cell = dfxtp_1
ys_ff = 20
syn_area_per_cell_um2 = 8.853
top_area_frac = 0.4267
ys.warnings.count = 3
yosys_area_um2 = 938.4
flop_cell = dfxtp_1
netlist_area_um2 = 938.4

[clocking]
cts_setup_buffers = 0
cts-resized-gates = 0
cts_buffers = 3
worstSkewPairLatency_ps = 260
cts.clk_slew.worst_paths_ps = 70
tritoncts = yes
cts.root.buffer_cell = clkbuf_8
cts-htree-levels = 1
clkSinkCount = 20
cts_buffer_depth = 2
cts.hold.buffers_added = 0

[critical_path]
crit_chain = nand3_1 -> nand2_1 -> nand2_1 -> or2_2 -> inv_1 -> ha_1 -> or4b_4 -> nor2_4 -> o21ai_1 -> nand4bb_1 -> a21oi_2
worst_path_most_repeated_cell = nand2_1
timing.critical_path.max_delay_family = simple AND/OR/NAND/NOR gates
required_ps = 4520
worstPathArrival_ps = 2930
cpPeakStageDelay_ps = 560
path_buffers = 1
end_kind = flip-flop
slowest_stage = or4b_4
worstPathMaxFanout = 12
critPathLaunchType = flip-flop
worstSetupPathType = reg2reg

[sta]
max_freq_mhz = 356.0
fin_ws_ps = 1591
worst_pin_slew_ps = 701.2
setup_viol = 0
slew_viol_final = 0
rsz0062_at_grt = no
maxSlewHeadroom = 0.5311
finalCritPeriodShare = 0.6383
setup-tns-final_ps = 0
clock_skew_ps = 4.467
finalHoldViolCount = 0
fin_crit_ps = 2809

[placement]
dp_hpwl_um = 1749
port_buffers = 18
place_congestion = 0.8273
dp_slack_ps = 1643

[global_route]
grt_overflow = 0
track_usage = 0.03697
grt_pass1_vias = 780
antenna_found_initial = 0
grt_pass1_wl_um = 3622
grt_max_degree = 21

[hold_path]
hold_path_class = reg2reg

[die]
die_height_um = 108
initial_core_util = 0.1227
placementRows = 32
coreArea_mm2 = 0.007647
ios = 19
die-area_mm2 = 0.01166
fp.dieW_um = 108

[detailed_routing]
wirelength_um = 2270
drtPass1Iterations = 4
antenna_left = 0
drtIter0Drc = 56
wl_per_cell_um = 10.09
num_antenna_cells = 0
num_vias = 833
viasPerCell = 3.702
drc = 0

[final_layout]
drive_gt1_frac = 0.09756
syn2layout_area_growth_pct = 36.40

[flow_run]
maxCapViolCount = 0
warnings = 26

[pwr]
power_mw = 0.4932
p_leak_nw = 0.4555
p_per_area_mw_per_mm2 = 385.3
ir_worst_vdd_mv = 0.1000
power by group:
group	internal [mW]	switching, mW
Sequential	0.197	0.0232
Combinational	0.0674	0.0679
Clock	0.0795	0.0582
Total	0.344	0.149
cell type report:
cell class	count	area (um^2)
tap	102	127.6
multi-input combinational	73	486.7
clock buffer	4	55.05
fill	842	6367
inverter	8	30.03
sequential	20	400.4
timing repair buffer	18	180.2
cells in the final DEF (no fill, tap or decap), drive strengths merged, types with 2 or more instances in the layout:
cell type / count
a21oi: 4
a31oi: 3
a32oi: 2
clkbuf: 4
clkdlybuf4s50: 18
dfxtp: 20
ha: 2
inv: 8
nand2: 5
nor2: 10
nor2b: 12
nor3: 8
nor3b: 2
o21a: 2
o21ai: 6
or2: 2
final timing paths:
| check | from | to | slack (ps) | cells past startpoint |
|---|---|---|---|---|
| hold / removal | Req_reg[7] | Gnt_reg[7] | 500 | 1 |
| hold reg to reg | Req_reg[7] | Gnt_reg[7] | 500 | 1 |
| setup / recovery | P_enc_reg[2] | P_enc_reg[1] | 1590 | 11 |
| setup reg to reg | P_enc_reg[2] | P_enc_reg[1] | 1590 | 11 |
per-stage QoR:
step | instances | cell area, um^2 | utilization | hold WS, ps
2_1_floorplan | 106 | 938.4 | - | 465.7
3_3_place_gp | 221 | 1225 | 0.1602 | 494.7
3_5_place_dp | 221 | 1225 | 0.1602 | 494.1
5_1_grt | 225 | 1280 | 0.1674 | 530.8
6_report | 225 | 1280 | 0.1674 | 498.6
4_1_cts | 225 | 1280 | 0.1674 | 504.8
layer usage:
| metal | vias up | part of all wire | track usage |
|---|---|---|---|
| li1 | 412 | - | - |
| met1 | 387 | 0.40 | 0.04348 |
| met2 | 32 | 0.53 | 0.06810 |
| met3 | 2 | 0.053 | 0.006024 |
| met4 | 0 | 0.018 | 0.008588 |
| met5 | - | 0 | 0 |
cells by family (layout without fill, tap and decap cells):
group	Yosys count	after routing	share of synthesized area
and+or+nand+nor	45	45	0.2813
DFF	20	20	0.4267
adders and majority gates	2	2	0.02666
AOI/OAI and AO/OA	26	26	0.2107
buffers and inverters	13	30	0.05467
worst reg2reg max path, cell delays in order, from the launching register on:
cell	delay, ps
dfxtp_1	540
nand3_1	180
nand2_1	130
nand2_1	60
or2_2	280
inv_1	60
ha_1	380
or4b_4	560
nor2_4	140
o21ai_1	140
nand4bb_1	150
a21oi_2	60
No activity file was given, so power comes from the tool's default toggle rates.
