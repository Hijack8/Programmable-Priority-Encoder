<file path="config.mk">
export PLATFORM = sky130hd
export DESIGN_NAME = ppe_h_p
export DESIGN_NICKNAME = ppe_h_p
export VERILOG_FILES = /design/flow/design.v
export SDC_FILE = /design/flow/constraint.sdc
export NUM_CORES = 4
export LEC_CHECK = 1
export CORE_UTILIZATION = 50
</file>
<file path="constraint.sdc">
current_design ppe_h_p

set clk_period 5.0
set clk_io_pct 0.2

create_clock -name clk0 -period $clk_period [get_ports {clk}]

set non_clock_inputs [all_inputs -no_clocks]
set_input_delay [expr $clk_period * $clk_io_pct] -clock clk0 $non_clock_inputs
set_output_delay [expr $clk_period * $clk_io_pct] -clock clk0 [all_outputs]
</file>
<file path="design.v">
`timescale 1ns / 1ps
module encoder #(
  parameter WIDTH = 1024,
  parameter LOG_W = 10
)(
    input              [WIDTH-1: 0]        in                         ,
    output reg         [LOG_W-1: 0]        out
);
integer i;
  always @(*) begin
    out = 0;
    for (i = 0; i < WIDTH; i = i + 1) begin : search
      if (in[i]) begin
        out = i[LOG_W-1:0];   
      end
    end 
  end
endmodule
`timescale 1ns / 1ps
module ppe #(
  parameter PPE_WIDTH = 1024,
  parameter PPE_LOG_W = 10
) (
    input              [PPE_WIDTH-1: 0]        Req                        , 
    input              [PPE_LOG_W-1: 0]        P_enc                      , 
    output reg         [PPE_WIDTH-1: 0]        Gnt,
    output                              valid                        
);
    wire               [PPE_WIDTH-1: 0]        P_thermo;
    wire               [PPE_WIDTH-1: 0]        Gnt_smpl_pe;
    wire               [PPE_WIDTH-1: 0]        Gnt_smpl_pe_thermo;
    wire               [1: 0]        anyGnt_smpl_pe_thermo;
    wire               [1: 0]        anyGnt_smpl_pe;
    thermometer
    #(
      .WIDTH(PPE_WIDTH),
      .LOG_W(PPE_LOG_W)
    ) rmo_mask (
      .enc(P_enc),
      .thermo(P_thermo)
    );
    smpl_pe 
    # (.WIDTH(PPE_WIDTH/2)) 
    u0_smpl_pe_thermo_w512 
    (
    .Req                                ((~P_thermo[PPE_WIDTH/2-1:0]) & Req[PPE_WIDTH/2-1:   0]),
    .Gnt                                (Gnt_smpl_pe_thermo[PPE_WIDTH/2-1:   0]),
    .valid                              (anyGnt_smpl_pe_thermo[0]  ) 
    );
    smpl_pe 
    # (.WIDTH(PPE_WIDTH/2))
    u0_smpl_pe_w512 
    (
    .Req                                (Req[PPE_WIDTH/2-1:0]),
    .Gnt                                (Gnt_smpl_pe[PPE_WIDTH/2-1:0]),
    .valid                              (anyGnt_smpl_pe[0]) 
    );
    smpl_pe 
    # (.WIDTH(PPE_WIDTH/2))
    u1_smpl_pe_thermo_w512
    (
    .Req                                ((~P_thermo[PPE_WIDTH-1:PPE_WIDTH/2]) & Req[PPE_WIDTH-1:PPE_WIDTH/2]),
    .Gnt                                (Gnt_smpl_pe_thermo[PPE_WIDTH-1: PPE_WIDTH/2]),
    .valid                              (anyGnt_smpl_pe_thermo[1]  ) 
    );
    smpl_pe 
    # (.WIDTH(PPE_WIDTH/2))
    u1_smpl_pe_w512
    (
    .Req                                (Req[PPE_WIDTH-1: PPE_WIDTH/2]),
    .Gnt                                (Gnt_smpl_pe[PPE_WIDTH-1: PPE_WIDTH/2]),
    .valid                              (anyGnt_smpl_pe[1]) 
    );
    assign valid = (anyGnt_smpl_pe[0] | anyGnt_smpl_pe[1]);
    always @* begin
        case(anyGnt_smpl_pe_thermo)
            2'b00: begin
                case(anyGnt_smpl_pe)
                    2'b00: begin
                        Gnt = Gnt_smpl_pe;
                    end
                    2'b01: begin
                        Gnt = Gnt_smpl_pe;
                    end
                    2'b10: begin
                        Gnt = Gnt_smpl_pe;
                    end
                    2'b11: begin
                        Gnt[PPE_WIDTH-1:PPE_WIDTH/2] = 0;
                        Gnt[PPE_WIDTH/2-1:0] = Gnt_smpl_pe[PPE_WIDTH/2-1:0];
                    end
                endcase
            end
            2'b01: begin
                Gnt = Gnt_smpl_pe_thermo;
            end
            2'b10: begin
                Gnt = Gnt_smpl_pe_thermo;
            end
            2'b11: begin
                case (P_enc[PPE_LOG_W-1])
                    1'b0: begin
                        Gnt[PPE_WIDTH-1: PPE_WIDTH/2] = 0;
                        Gnt[PPE_WIDTH/2-1:0] = Gnt_smpl_pe_thermo[PPE_WIDTH/2-1:0];
                    end
                    1'b1: begin
                        Gnt[PPE_WIDTH-1: PPE_WIDTH/2] = Gnt_smpl_pe_thermo[PPE_WIDTH-1:PPE_WIDTH/2];
                        Gnt[PPE_WIDTH/2-1:0] = 0;
                    end
                endcase
            end
        endcase
    end
endmodule
`timescale 1ns / 1ps
module ppe_h_p #(
  parameter PPE_H_WIDTH_T = 8,
  parameter PPE_H_WIDTH = 8,
  parameter PPE_H_LOG_W_T = 3,
  parameter PPE_H_LOG_W = 3 
) (
    input clk,
    input rst,
    input [PPE_H_WIDTH*PPE_H_WIDTH_T-1:0] Req,
    output [PPE_H_WIDTH*PPE_H_WIDTH_T-1:0] Gnt_o,
    output [PPE_H_WIDTH_T-1:0]valid
);
    genvar i;
    wire [PPE_H_WIDTH_T-1:0] top_req;
    reg [PPE_H_LOG_W_T-1:0] top_p_enc;
    generate 
      for (i = 0; i < PPE_H_WIDTH_T; i = i + 1) begin 
        assign top_req[i] = |Req[(i+1)*PPE_H_WIDTH-1:i*PPE_H_WIDTH];
      end
    endgenerate
    wire [PPE_H_WIDTH_T-1:0] Gnt_top;
    ppe #(
      .PPE_WIDTH(PPE_H_WIDTH_T),
      .PPE_LOG_W(PPE_H_LOG_W_T)
    ) ppe_top (
        .Req(top_req),
        .P_enc(top_p_enc),
        .Gnt(Gnt_top),
        .valid(valid_top)
    );
    wire [PPE_H_LOG_W_T-1:0] o_top;
    encoder #(
      .WIDTH(PPE_H_WIDTH_T),
      .LOG_W(PPE_H_LOG_W_T)
    ) encoder_top (
      .in(Gnt_top << 1 | Gnt_top >> (PPE_H_WIDTH_T-1)),
      .out(o_top)
    );
    reg [PPE_H_WIDTH_T-1:0] Gnt_top_reg;
    reg [PPE_H_WIDTH_T*PPE_H_WIDTH-1:0] Req_reg;
    always@(posedge clk) begin 
      if (rst) begin 
        Gnt_top_reg <= 0;
        Req_reg <= 0;
      end else begin 
        Gnt_top_reg <= Gnt_top;
        Req_reg <= Req;
      end
    end
    reg [PPE_H_LOG_W-1:0] P_enc[PPE_H_WIDTH_T-1:0];  
    wire [PPE_H_WIDTH-1:0] Gnt[PPE_H_WIDTH_T-1:0];
    wire [PPE_H_LOG_W-1:0] o_value[PPE_H_WIDTH_T-1:0];
    wire [PPE_H_WIDTH-1:0] Reqi[PPE_H_WIDTH_T-1:0];
    generate 
      for (i = 0; i < PPE_H_WIDTH_T; i = i + 1) begin 
        assign Reqi[i] = Req_reg[(i+1)*PPE_H_WIDTH-1:i*PPE_H_WIDTH];
      end
    endgenerate
    integer j;
    always @(posedge clk) begin 
      if (rst) begin 
        top_p_enc <= 0;
        for (j = 0; j < PPE_H_WIDTH_T; j = j + 1) begin 
          P_enc[j] <= 0;
        end
      end else begin 
        for (j = 0; j < PPE_H_WIDTH_T; j = j + 1) begin 
          P_enc[j] <= Gnt_top_reg[j] ? o_value[j] : P_enc[j];
        end
        top_p_enc <= o_top;
      end
    end
    generate 
      for (i = 0; i < PPE_H_WIDTH_T; i = i + 1) begin 
        assign Gnt_o[(i+1)*PPE_H_WIDTH-1:i*PPE_H_WIDTH] = Gnt_top_reg[i] ? Gnt[i] : 0;
      end
    endgenerate
    generate 
      for (i = 0; i < PPE_H_WIDTH_T; i = i + 1) begin 
          ppe #(
            .PPE_WIDTH(PPE_H_WIDTH),
            .PPE_LOG_W(PPE_H_LOG_W)
          ) ppe_inst (
              .Req(Reqi[i]),
              .P_enc(P_enc[i]),
              .Gnt(Gnt[i]),
              .valid(valid[i])
          );
          encoder #(
            .WIDTH(PPE_H_WIDTH),
            .LOG_W(PPE_H_LOG_W)
          ) encoder_inst (
          .in(Gnt[i] << 1 | Gnt[i] >> (PPE_H_WIDTH-1)),
          .out(o_value[i]) 
          );
      end
    endgenerate
endmodule
`timescale 1ns / 1ps
module smpl_pe #(
  parameter WIDTH = 512
)(
    input              [WIDTH-1: 0]        Req                        ,
    output             [WIDTH-1: 0]        Gnt                        ,
    output                              valid                       
);
    assign Gnt = Req & (~Req + 1);
    assign valid = |Req;
endmodule
`timescale 1ns / 1ps
module thermometer #(
  parameter WIDTH = 1024,
  parameter LOG_W = 10
)(
    input              [LOG_W-1: 0]        enc                        ,
    output             [WIDTH-1: 0]        thermo                      
);
    genvar i;
    generate
        for (i = 0; i < WIDTH; i = i + 1) begin : gen_loop
            assign thermo[i] = (i < enc) ? 1'b1 : 1'b0;
        end
    endgenerate
endmodule
</file>
<file path="run.sh">
#!/bin/bash
# OpenROAD 26Q1-2900-gdf79404cd8, Yosys 0.63+post, stock flow scripts
make -C /OpenROAD-flow-scripts/flow DESIGN_CONFIG=/design/flow/config.mk WORK_HOME=/design/flow/orfs finish
</file>
==> results.json <==
{
  "clk_pin_slew_ps": 60,
  "max_freq_ghz": 0.227,
  "min_path_cells": 2,
  "initCoreUtil_pct": 51.5,
  "topRoutingLayerUsed": "met4",
  "cts_hold_buf": 0,
  "final.setup.worst_slack_ps": 599,
  "rrSetupSlack_ps": 2030,
  "h-tree-depth": 3,
  "cpPeakStageDelay_ps": 470,
  "grt_pass1_vias": 5702,
  "grt.total_usage_pct": 24.2,
  "cts_sinks": 99,
  "worst-path-max-fanout": 9,
  "antenna_found_initial": 0,
  "die-area_um2": 13600,
  "wl_per_cell_um": 13.9,
  "ir_worst_vdd_uv": 245,
  "core_um2": 12700,
  "yosys_warnings": 7,
  "route.detailed.drc": 0,
  "synthFlopType": "dfxtp_1",
  "ant_nets": 0,
  "largest_area_cell": "dfxtp_1",
  "final.setup.tns_ps": 0,
  "leakage_nw": 2.95,
  "largest_reg_flops": 64,
  "row_count": 41,
  "hold_path_end": "P_enc[0][2]",
  "netlist_area_um2": 6560,
  "syn_to_final_growth_pct": 25.4,
  "firstDrtPassIters": 4,
  "synth.most_common_cell": "nor2_1",
  "numCtsBuffers": 9,
  "p_per_area_nw_per_um2": 317,
  "wl_met1_mm": 7.61,
  "pre_cts_ws_ps": 657,
  "top_area_share_pct": 30.2,
  "wl_mm": 16.0,
  "grt_pass1_wl_mm": 26.2,
  "edf_count": 0,
  "timing.rr.end": "P_enc[1][1]",
  "setup_viol": 0,
  "period_used_pct": 88.0,
  "ys_ff": 99,
  "grt_overflow": 0,
  "numPortBuffers": 137,
  "viasPerCell": 5.65,
  "diodes": 0,
  "drive_gt1_share_pct": 4.29,
  "crit_arrival_ps": 3400,
  "slew-limit-headroom_pct": 47.4,
  "yosys-stat-area_um2": 6560,
  "synth_area_per_cell_um2": 7.55,
  "finClkSkew_ps": 5.78,
  "cp.required_ps": 4000,
  "post-dp-hpwl_mm": 12.1,
  "clk_latency_ps": 350,
  "reg2reg_from": "P_enc[1][0]",
  "worstRegToRegCells": 12,
  "io_pins": 138,
  "top_cells_by_count": "nor2_1, dfxtp_1, nor2b_1, nand2_1, o21ai_0",
  "ys_cells": 869,
  "vias": 6501,
  "cts-root-buf": "clkbuf_16",
  "hold_start": "Req_reg[3]",
  "min_path_type": "reg2reg",
  "cts_resized": 0,
  "cp-end-kind": "output port",
  "grt_start_max_net_pins": 73,
  "tightest_slew_ps": 781,
  "routed-wl-met2_mm": 7.17,
  "post_cts_buffers": 0,
  "syn_inst": 869,
  "gp_congestion": 0.927,
  "period_needed_ps": 4400,
  "die_x_um": 117,
  "cts_tree": "done",
  "worst-setup-path-type": "reg2out",
  "cts_buffer_depth": 2,
  "crit_chain": "inv_1 > a21oi_1 > or2_2 > a31oi_1 > inv_1 > ha_1 > nor3_1 > a21oi_1 > o31ai_1 > nand2_1 > nor2_1 > clkdlybuf4s50_1",
  "slowest_stage": "clkdlybuf4s50_1",
  "synth_cell_types": 66,
  "hold_viol_final": 0,
  "rsz0062_at_grt": "false",
  "drt-initial-drc-count": 456,
  "drv_slew": 0,
  "route.met3.wl_mm": 1.00,
  "critPathLaunchType": "flip-flop",
  "topCellsByArea": "dfxtp_1, nor2b_1, nor2_1",
  "async_flop_share_pct": 0,
  "status": "finished clean",
  "fp.dieH_um": 117,
  "warnings": 35,
  "maxCapViolCount": 0,
  "ys_seq_share_pct": 30.2
}
per-layer routing:
layer / global-route usage, % / vias to the layer above
met5: 0 / -
met4: 2.99 / 0
met3: 4.39 / 14
met2: 38.5 / 191
met1: 35.9 / 2978
li1: - / 3318
per-stage QoR:
| stage | std cells | hold WS, ps | util [%] | area, um^2 | power [W] |
|---|---|---|---|---|---|
| after floorplan | 869 | 490 | - | 6560 | 0.00169 |
| after global placement | 1134 | 547 | 62.3 | 7930 | 0.00191 |
| after detailed placement | 1134 | 546 | 62.3 | 7930 | 0.00193 |
| after CTS | 1150 | 554 | 64.6 | 8220 | 0.00261 |
| after global routing | 1150 | 619 | 64.6 | 8220 | 0.00279 |
| final | 1150 | 561 | 64.6 | 8220 | 0.00260 |
logic make-up (layout without fill, tap and decap cells):
kind of cell	after synthesis	in the layout	share of synthesized area, %
flops	99	99	30.2
simple gates	411	411	33.8
buf+inv	97	206	6.35
fa+ha+maj	18	18	3.43
compound gates	242	242	25.9
mux	2	2	0.324
worst max path at each step:
stage | startpoint | to | depth (start not counted) | slack (ps)
finish | P_enc[0][1] | Gnt_o[3] | 12 | 600
global route | P_enc[0][1] | Gnt_o[3] | 12 | 280
CTS | P_enc[0][1] | Gnt_o[3] | 12 | 640
placed cells by master, fill, tap and decap left out, drive strengths merged, types with 4 or more instances in the layout:
cell type      synthesis  layout
o32ai                  4       4
o31ai                  7       7
ha                    18      18
a21o                   9       9
nand2                 54      54
nor3                  31      31
o2bb2ai                4       4
nand2b                17      17
a32oi                  9       9
nor3b                  4       4
nand3b                 5       5
o21ai                 59      59
nor2b                 95      95
and3                  15      15
a2111oi                7       7
a21oi                 36      36
a221oi                 7       7
a311oi                12      12
nand3                 10      10
o22ai                  5       5
a31oi                  7       7
a211oi                 5       5
inv                   52      52
o21bai                12      12
dfxtp                 99      99
o211ai                 4       4
a21boi                 8       8
a22oi                 14      14
clkbuf                25      15
nor2                 107     107
and2                  23      23
clkdlybuf4s50          0     136
a221o                  4       4
nor4                  34      34
o21a                  13      13
or2                    6       6
layout make-up:
class,count,area [um^2]
sequential,99,1980
multi-input combinational,673,4160
inverter,52,195
clock buffer,15,288
fill,1099,4500
clock inverter,1,5.00
tap,172,215
timing repair buffer,138,1380
where the power goes:
group	switching (W)	internal, W	total [W]	leakage (nW)
logic	0.000476	0.000427	0.000902	1.99
clock network	0.000278	0.000391	0.000669	0.146
registers	0.000159	0.000872	0.00103	0.818
critical path: cells and delay by family, from the launching register on:
kind	cells	cell delay (ps)
buf+inv	3	740
simple gates	4	960
compound gates	4	660
flops	1	390
fa+ha+maj	1	290
Power figures rest on the tool's default switching activity, not on a simulated workload.
