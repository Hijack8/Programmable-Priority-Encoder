==> ./design.v <==
`timescale 1ns / 1ps
module encoder #(
  parameter WIDTH = 1024,
  parameter LOG_W = 10
)(
    input              [WIDTH-1: 0]        in                         ,
    output reg         [LOG_W-1: 0]        out
);
integer i;
  always @(*) begin
    out = 0;
    for (i = 0; i < WIDTH; i = i + 1) begin : search
      if (in[i]) begin
        out = i[LOG_W-1:0];   
      end
    end 
  end
endmodule
`timescale 1ns / 1ps
module ppe #(
  parameter PPE_WIDTH = 1024,
  parameter PPE_LOG_W = 10
) (
    input              [PPE_WIDTH-1: 0]        Req                        , 
    input              [PPE_LOG_W-1: 0]        P_enc                      , 
    output reg         [PPE_WIDTH-1: 0]        Gnt,
    output                              valid                        
);
    wire               [PPE_WIDTH-1: 0]        P_thermo;
    wire               [PPE_WIDTH-1: 0]        Gnt_smpl_pe;
    wire               [PPE_WIDTH-1: 0]        Gnt_smpl_pe_thermo;
    wire               [1: 0]        anyGnt_smpl_pe_thermo;
    wire               [1: 0]        anyGnt_smpl_pe;
    thermometer
    #(
      .WIDTH(PPE_WIDTH),
      .LOG_W(PPE_LOG_W)
    ) rmo_mask (
      .enc(P_enc),
      .thermo(P_thermo)
    );
    smpl_pe 
    # (.WIDTH(PPE_WIDTH/2)) 
    u0_smpl_pe_thermo_w512 
    (
    .Req                                ((~P_thermo[PPE_WIDTH/2-1:0]) & Req[PPE_WIDTH/2-1:   0]),
    .Gnt                                (Gnt_smpl_pe_thermo[PPE_WIDTH/2-1:   0]),
    .valid                              (anyGnt_smpl_pe_thermo[0]  ) 
    );
    smpl_pe 
    # (.WIDTH(PPE_WIDTH/2))
    u0_smpl_pe_w512 
    (
    .Req                                (Req[PPE_WIDTH/2-1:0]),
    .Gnt                                (Gnt_smpl_pe[PPE_WIDTH/2-1:0]),
    .valid                              (anyGnt_smpl_pe[0]) 
    );
    smpl_pe 
    # (.WIDTH(PPE_WIDTH/2))
    u1_smpl_pe_thermo_w512
    (
    .Req                                ((~P_thermo[PPE_WIDTH-1:PPE_WIDTH/2]) & Req[PPE_WIDTH-1:PPE_WIDTH/2]),
    .Gnt                                (Gnt_smpl_pe_thermo[PPE_WIDTH-1: PPE_WIDTH/2]),
    .valid                              (anyGnt_smpl_pe_thermo[1]  ) 
    );
    smpl_pe 
    # (.WIDTH(PPE_WIDTH/2))
    u1_smpl_pe_w512
    (
    .Req                                (Req[PPE_WIDTH-1: PPE_WIDTH/2]),
    .Gnt                                (Gnt_smpl_pe[PPE_WIDTH-1: PPE_WIDTH/2]),
    .valid                              (anyGnt_smpl_pe[1]) 
    );
    assign valid = (anyGnt_smpl_pe[0] | anyGnt_smpl_pe[1]);
    always @* begin
        case(anyGnt_smpl_pe_thermo)
            2'b00: begin
                case(anyGnt_smpl_pe)
                    2'b00: begin
                        Gnt = Gnt_smpl_pe;
                    end
                    2'b01: begin
                        Gnt = Gnt_smpl_pe;
                    end
                    2'b10: begin
                        Gnt = Gnt_smpl_pe;
                    end
                    2'b11: begin
                        Gnt[PPE_WIDTH-1:PPE_WIDTH/2] = 0;
                        Gnt[PPE_WIDTH/2-1:0] = Gnt_smpl_pe[PPE_WIDTH/2-1:0];
                    end
                endcase
            end
            2'b01: begin
                Gnt = Gnt_smpl_pe_thermo;
            end
            2'b10: begin
                Gnt = Gnt_smpl_pe_thermo;
            end
            2'b11: begin
                case (P_enc[PPE_LOG_W-1])
                    1'b0: begin
                        Gnt[PPE_WIDTH-1: PPE_WIDTH/2] = 0;
                        Gnt[PPE_WIDTH/2-1:0] = Gnt_smpl_pe_thermo[PPE_WIDTH/2-1:0];
                    end
                    1'b1: begin
                        Gnt[PPE_WIDTH-1: PPE_WIDTH/2] = Gnt_smpl_pe_thermo[PPE_WIDTH-1:PPE_WIDTH/2];
                        Gnt[PPE_WIDTH/2-1:0] = 0;
                    end
                endcase
            end
        endcase
    end
endmodule
`timescale 1ns / 1ps
module ppe_h_simple #(
  parameter PPE_H_WIDTH_T = 8,
  parameter PPE_H_LOG_W_T = 3,
  parameter PPE_H_WIDTH = 8,
  parameter PPE_H_LOG_W = 3 
) (
    input clk,
    input rst,
    input [PPE_H_WIDTH*PPE_H_WIDTH_T-1:0] Req,
    output [PPE_H_WIDTH*PPE_H_WIDTH_T-1:0] Gnt_o,
    output [PPE_H_WIDTH_T-1:0]valid
);
    genvar i;
    wire [PPE_H_WIDTH_T-1:0] top_req;
    reg [PPE_H_LOG_W_T-1:0] top_p_enc;
    generate 
      for (i = 0; i < PPE_H_WIDTH_T; i = i + 1) begin 
        assign top_req[i] = |Req[(i+1)*PPE_H_WIDTH-1:i*PPE_H_WIDTH];
      end
    endgenerate
    wire [PPE_H_WIDTH_T-1:0] Gnt_top;
    ppe #(
      .PPE_WIDTH(PPE_H_WIDTH_T),
      .PPE_LOG_W(PPE_H_LOG_W_T)
    ) ppe_top (
        .Req(top_req),
        .P_enc(top_p_enc),
        .Gnt(Gnt_top),
        .valid(valid_top)
    );
    wire [PPE_H_LOG_W_T-1:0] o_top;
    encoder #(
      .WIDTH(PPE_H_WIDTH_T),
      .LOG_W(PPE_H_LOG_W_T)
    ) encoder_top (
      .in(Gnt_top << 1 | Gnt_top >> (PPE_H_WIDTH_T-1)),
      .out(o_top)
    );
    reg [PPE_H_LOG_W-1:0] P_enc[PPE_H_WIDTH_T-1:0];  
    wire [PPE_H_WIDTH-1:0] Gnt[PPE_H_WIDTH_T-1:0];
    wire [PPE_H_LOG_W-1:0] o_value[PPE_H_WIDTH_T-1:0];
    wire [PPE_H_WIDTH-1:0] Reqi[PPE_H_WIDTH_T-1:0];
    generate 
      for (i = 0; i < PPE_H_WIDTH_T; i = i + 1) begin 
        assign Reqi[i] = Req[(i+1)*PPE_H_WIDTH-1:i*PPE_H_WIDTH];
      end
    endgenerate
    integer j;
    always @(posedge clk) begin 
      if (rst) begin 
        top_p_enc <= 0;
        for (j = 0; j < PPE_H_WIDTH_T; j = j + 1) begin 
          P_enc[j] <= 0;
        end
      end else begin 
        P_enc[o_top] <= o_value[o_top];
        top_p_enc <= o_top;
      end
    end
    generate 
      for (i = 0; i < PPE_H_WIDTH_T; i = i + 1) begin 
        assign Gnt_o[(i+1)*PPE_H_WIDTH-1:i*PPE_H_WIDTH] = Gnt_top[i] ? Gnt[i] : 0;
      end
    endgenerate
    generate 
      for (i = 0; i < PPE_H_WIDTH_T; i = i + 1) begin 
        ppe #(
          .PPE_WIDTH(PPE_H_WIDTH),
          .PPE_LOG_W(PPE_H_LOG_W)
        ) ppe_inst (
            .Req(Reqi[i]),
            .P_enc(P_enc[i]),
            .Gnt(Gnt[i]),
            .valid(valid[i])
        );
        encoder #(
          .WIDTH(PPE_H_WIDTH),
          .LOG_W(PPE_H_LOG_W)
        ) encoder_inst (
        .in(Gnt[i] << 1 | Gnt[i] >> (PPE_H_WIDTH-1)),
        .out(o_value[i]) 
        );
      end
    endgenerate
endmodule
`timescale 1ns / 1ps
module smpl_pe #(
  parameter WIDTH = 512
)(
    input              [WIDTH-1: 0]        Req                        ,
    output             [WIDTH-1: 0]        Gnt                        ,
    output                              valid                       
);
    assign Gnt = Req & (~Req + 1);
    assign valid = |Req;
endmodule
`timescale 1ns / 1ps
module thermometer #(
  parameter WIDTH = 1024,
  parameter LOG_W = 10
)(
    input              [LOG_W-1: 0]        enc                        ,
    output             [WIDTH-1: 0]        thermo                      
);
    genvar i;
    generate
        for (i = 0; i < WIDTH; i = i + 1) begin : gen_loop
            assign thermo[i] = (i < enc) ? 1'b1 : 1'b0;
        end
    endgenerate
endmodule
==> ./run.sh <==
#!/bin/bash
# OpenROAD 26Q1-2900-gdf79404cd8, Yosys 0.63+post, stock flow scripts
make -C /OpenROAD-flow-scripts/flow DESIGN_CONFIG=/design/flow/config.mk WORK_HOME=/design/flow/orfs finish
==> ./config.mk <==
export PLATFORM = sky130hd
export DESIGN_NAME = ppe_h_simple
export DESIGN_NICKNAME = ppe_h_simple
export VERILOG_FILES = /design/flow/design.v
export SDC_FILE = /design/flow/constraint.sdc
export NUM_CORES = 4
export LEC_CHECK = 1
export CORE_UTILIZATION = 50
==> ./constraint.sdc <==
current_design ppe_h_simple

set clk_period 5.5
set clk_io_pct 0.2

create_clock -name clk0 -period $clk_period [get_ports {clk}]

set non_clock_inputs [all_inputs -no_clocks]
set_input_delay [expr $clk_period * $clk_io_pct] -clock clk0 $non_clock_inputs
set_output_delay [expr $clk_period * $clk_io_pct] -clock clk0 [all_outputs]
==> results.txt <==
Synthesis and PnR results.

- The flow ran to the end, and the final reports show no timing, DRC or antenna violations.
- The half-perimeter wire length of the detailed placement result reads 12.7 mm.
- The post-synthesis compound-gate area fraction reads 0.337.
- The number of global-route vias before repair came to 5672.
- The cell area reported after detailed placement is 7070 µm².
- The synthesized instance count is 751.
- The xor/xnor cell area share of the yosys netlist reads 0.
- The depth of the worst register-to-register path is 15.
- The worst setup path is launched from an input port.
- For this run, the detailed router reports a per-instance via density of 5.96.
- The count of TritonRoute iterations in the first routing pass is 8.
- The area growth from synthesis to layout is 50.4%.
- The number of CTS-inserted buffers reads 3.
- The number of hold-slack violations in the final timing report is 0.
- The number of warning messages in the logs is 37.
- The count of nets left with antenna violations once routing finished came out at 0.
- The largest driver fanout on the critical path is 6.
- The worst hold-check slack is 1.12 ns.
- The total number of vias reads 6516.
- The total die area reads 10400 µm².
- The clock period minus worst slack is 5.41 ns.
- The yosys-reported design area after synthesis is 4990 µm².
- The worst setup path startpoint is Req[52].
- The cell-mix breakdown from Yosys lists the adder-cell area share as 0.0451.
- The post-synthesis share of cell area spent on and, or, nand and nor gates is 0.376.
- Excluding fillers, the count of instances in the completed layout stands at 1093.
- The number of synthesized register bits reads 27.
- The first global-routing pass estimated 25.9 mm of wire.
- The transition at the pin with the smallest max-transition slack reads 0.772 ns.
- Counting flops with a built-in enable in the synthesized netlist gives 24.
- The clock sink count is 27.
- The post-route fraction of the period consumed by the critical path is 0.984.
- At the worst endpoint, the required time is 4.40 ns.
- The clock-pin slew of the registers on the worst-case setup and hold paths is 0.10 ns.
- In the synthesized netlist, the dominant kind of combinational cell is simple AND/OR/NAND/NOR gates.
- The final critical-path setup slack is 0.0853 ns.
- For reference, the top cells by area after synthesis are sky130_fd_sc_hd__edfxtp_1 14%, sky130_fd_sc_hd__nor2_1 9.2%, sky130_fd_sc_hd__a21oi_1 5.9%.
- The warning tally printed by Yosys for this design is 5.
- By count the netlist is led by 122 x sky130_fd_sc_hd__nor2_1, 63 x sky130_fd_sc_hd__nand2_1, 59 x sky130_fd_sc_hd__a21oi_1.
- The total number of H-tree levels reads 1.
- The sequential element share of the synthesized area reads 0.157.
- The clock passes through at most 2 buffers.
- The overall overflow remaining after global route reads 0.
- The per-instance average area after synthesis is 6.64 µm².
- STA reports a reg2reg setup slack of 1.49 ns.
- Per the gpl log, the routability congestion estimate is 0.977.
- The clock root buffer master reads sky130_fd_sc_hd__clkbuf_8.
- For this design the top-level I/O count stands at 138.
- The initial antenna violation count is 0.
- The most used flip-flop cell after synthesis is sky130_fd_sc_hd__edfxtp_1.
- In this run the worst hold path is classified as flip-flop to flip-flop.
- The worst slack at placement reads -0.292 ns.
- The number of input and output port buffers inserted is 137.
- The clock tree skew after final layout is 0.00219 ns.
- The number of remaining DRC errors reads 0.
- Per the timing report, the most critical flop-to-flop path originates at P_enc[3][0].
- The unique cell type count in the Yosys netlist is 76.
- The arrival time reported for the critical path endpoint is 4.31 ns.
- The cell type with the largest total area reads sky130_fd_sc_hd__edfxtp_1.
- The layout cell share with drive strength beyond 1 reads 0.207.
- The critical setup path kind is input port to primary output.
- After detailed routing, the total wire length is 16.9 mm.
- The dominant cell by count in the synthesized netlist is sky130_fd_sc_hd__nor2_1.
- TritonCTS built the clock tree.
- The largest net degree at the start of global routing reads 23.
- The insertion delay to the later sink of the worst-skew pair is 0.28 ns.
- The share of synthesized area in the top cell type comes to 0.144.
- The depth of the worst hold-timing path is 5.
- Summing all non-filler instances in the final layout gives an area of 7500 µm².
- From the final report, the count of setup violators was given as 0.
- The cell total after placement is 1077.
- The power density over the cells is 261 nW/µm².
- The vertical die size is 102 µm.
- Summing every instance area after synthesis gives 4990 µm².
- The final antenna diode tally reported by the flow is 0.
- The highest attainable clock frequency reads 185 MHz.
- The cell total in the yosys stat output reads 751.
- The global-route usage over all layers is 0.316.
- The largest vdd supply drop is 0.000189 V.
- The placeable core area is 9730 µm².
- The number of maximum-capacitance violations reads 0.
- Setup repair after global routing could not meet its margin everywhere.
- The number of placement rows is 36.
- The last element of the critical path reads Gnt_o[12].
- The slew check shows that the tightest pin keeps a relative margin of 0.483.
- The leakage component of the power was reported as 3.13 nW.
- The die extent in x is 102 µm.
- The completed layout was analyzed and its total power is 1.96 mW.
- The floorplan utilization reads 0.513.
- The worst register-to-register path ends at P_enc[7][0].
- The category of the worst setup path capture point reads a primary output.
- The average wire per cell in the routed design reads 15.4 µm.
- For this block, the initial DRC count from the detailed router was 443.
- The proportion of synthesized area in mux cells reads 0.
- The async set-or-reset flop fraction in the synthesized netlist reads 0.
- Per the final report, max-transition violations number 0.
-- routing by layer --
metal	wire, µm	global-route usage	share of wire
met4	198	0.0527	0.012
met3	1580	0.0730	0.094
met2	7520	0.496	0.45
met1	7560	0.461	0.45
met5	0	0.0240	0
-- registers in the layout, indices dropped and copies added, names as in the netlist --
name,cells
P_enc,24
top_p_enc,3
-- placed cells by master (no fill, tap or decap), types with 8 or more instances in the layout --
cell type / netlist / layout
sky130_fd_sc_hd__clkdlybuf4s50_1: 0 / 117
sky130_fd_sc_hd__nor2_1: 122 / 106
sky130_fd_sc_hd__buf_4: 8 / 105
sky130_fd_sc_hd__nand2_1: 63 / 62
sky130_fd_sc_hd__a21oi_1: 59 / 55
sky130_fd_sc_hd__inv_1: 56 / 54
sky130_fd_sc_hd__o21ai_0: 45 / 44
sky130_fd_sc_hd__edfxtp_1: 24 / 24
sky130_fd_sc_hd__nor3_1: 27 / 24
sky130_fd_sc_hd__nor4_1: 17 / 16
sky130_fd_sc_hd__nand3_1: 19 / 16
sky130_fd_sc_hd__ha_1: 18 / 16
sky130_fd_sc_hd__a31oi_1: 17 / 15
sky130_fd_sc_hd__nor2b_1: 14 / 14
sky130_fd_sc_hd__nand2b_1: 14 / 14
sky130_fd_sc_hd__or2_2: 14 / 12
sky130_fd_sc_hd__nor2_2: 0 / 12
sky130_fd_sc_hd__and3_1: 11 / 11
sky130_fd_sc_hd__o21bai_1: 10 / 10
sky130_fd_sc_hd__dlygate4sd2_1: 0 / 10
sky130_fd_sc_hd__o22ai_1: 9 / 9
sky130_fd_sc_hd__o211ai_1: 9 / 9
sky130_fd_sc_hd__a21boi_0: 8 / 8
sky130_fd_sc_hd__dlymetal6s2s_1: 0 / 8
-- area by class of cell --
| type | instances | area (µm²) |
|---|---|---|
| clock buffers | 3 | 41.3 |
| well taps | 133 | 166 |
| clock inverters | 1 | 8.76 |
| repair buffers | 249 | 2240 |
| flip-flops and latches | 27 | 781 |
| fillers | 663 | 2230 |
| inverters | 57 | 214 |
| multi-input cells | 623 | 4050 |
-- logic make-up after synthesis --
kind of cell / Yosys count
DFF: 27
buffers and inverters: 101
and+or+nand+nor: 360
adders and majority gates: 18
AOI/OAI and AO/OA: 245
-- stage by stage --
stage               TNS, ns   util
finish                    0  0.771
global route        -0.0311  0.771
CTS                  -0.201  0.752
detailed placement    -5.19  0.726
global placement      -4.52  0.726
floorplan                 0      -
-- worst min-delay path by stage --
| stage | startpoint | end | slack (ns) |
|---|---|---|---|
| finish | P_enc[0][0] | P_enc[0][1] | 1.12 |
| global route | P_enc[0][0] | P_enc[0][1] | 1.21 |
| CTS | P_enc[0][0] | P_enc[0][1] | 1.09 |
-- worst max-delay path, stage by stage --
cell                              delay (ns)
sky130_fd_sc_hd__dlygate4sd2_1          0.24
sky130_fd_sc_hd__or3_4                  0.38
sky130_fd_sc_hd__or3_4                  0.39
sky130_fd_sc_hd__nor4_4                 0.21
sky130_fd_sc_hd__a31oi_1                0.10
sky130_fd_sc_hd__a21oi_2                0.17
sky130_fd_sc_hd__nand3_2                0.13
sky130_fd_sc_hd__ha_4                   0.30
sky130_fd_sc_hd__nor2_2                 0.05
sky130_fd_sc_hd__o31ai_2                0.20
sky130_fd_sc_hd__nand3_1                0.15
sky130_fd_sc_hd__buf_6                  0.16
sky130_fd_sc_hd__buf_6                  0.13
sky130_fd_sc_hd__nor2_2                 0.10
sky130_fd_sc_hd__clkdlybuf4s50_1        0.48
-- what timing repair did --
| action | in CTS | in global routing |
|---|---|---|
| pin swaps | 27 | 16 |
| endpoints found under the setup margin | 52 | 65 |
| gates resized | 52 | 44 |
| cloned | 1 | 0 |
| setup buffers | 9 | 3 |
| endpoints found under the hold margin | 0 | 0 |
| hold buffers | 0 | 0 |
-- report_power, final --
group          total, mW  switching (mW)  internal (mW)
registers          0.429           0.133          0.296
logic               1.41           0.770          0.638
clock network      0.121          0.0682         0.0533
No activity file was given, so power comes from the tool's default toggle rates.
