==> design/flow/design.v <==
`timescale 1ns / 1ps
module encoder #(
  parameter WIDTH = 1024,
  parameter LOG_W = 10
)(
    input              [WIDTH-1: 0]        in                         ,
    output reg         [LOG_W-1: 0]        out
);
integer i;
  always @(*) begin
    out = 0;
    for (i = 0; i < WIDTH; i = i + 1) begin : search
      if (in[i]) begin
        out = i[LOG_W-1:0];   
      end
    end 
  end
endmodule
`timescale 1ns / 1ps
module ppe #(
  parameter PPE_WIDTH = 1024,
  parameter PPE_LOG_W = 10
) (
    input              [PPE_WIDTH-1: 0]        Req                        , 
    input              [PPE_LOG_W-1: 0]        P_enc                      , 
    output reg         [PPE_WIDTH-1: 0]        Gnt,
    output                              valid                        
);
    wire               [PPE_WIDTH-1: 0]        P_thermo;
    wire               [PPE_WIDTH-1: 0]        Gnt_smpl_pe;
    wire               [PPE_WIDTH-1: 0]        Gnt_smpl_pe_thermo;
    wire               [1: 0]        anyGnt_smpl_pe_thermo;
    wire               [1: 0]        anyGnt_smpl_pe;
    thermometer
    #(
      .WIDTH(PPE_WIDTH),
      .LOG_W(PPE_LOG_W)
    ) rmo_mask (
      .enc(P_enc),
      .thermo(P_thermo)
    );
    smpl_pe 
    # (.WIDTH(PPE_WIDTH/2)) 
    u0_smpl_pe_thermo_w512 
    (
    .Req                                ((~P_thermo[PPE_WIDTH/2-1:0]) & Req[PPE_WIDTH/2-1:   0]),
    .Gnt                                (Gnt_smpl_pe_thermo[PPE_WIDTH/2-1:   0]),
    .valid                              (anyGnt_smpl_pe_thermo[0]  ) 
    );
    smpl_pe 
    # (.WIDTH(PPE_WIDTH/2))
    u0_smpl_pe_w512 
    (
    .Req                                (Req[PPE_WIDTH/2-1:0]),
    .Gnt                                (Gnt_smpl_pe[PPE_WIDTH/2-1:0]),
    .valid                              (anyGnt_smpl_pe[0]) 
    );
    smpl_pe 
    # (.WIDTH(PPE_WIDTH/2))
    u1_smpl_pe_thermo_w512
    (
    .Req                                ((~P_thermo[PPE_WIDTH-1:PPE_WIDTH/2]) & Req[PPE_WIDTH-1:PPE_WIDTH/2]),
    .Gnt                                (Gnt_smpl_pe_thermo[PPE_WIDTH-1: PPE_WIDTH/2]),
    .valid                              (anyGnt_smpl_pe_thermo[1]  ) 
    );
    smpl_pe 
    # (.WIDTH(PPE_WIDTH/2))
    u1_smpl_pe_w512
    (
    .Req                                (Req[PPE_WIDTH-1: PPE_WIDTH/2]),
    .Gnt                                (Gnt_smpl_pe[PPE_WIDTH-1: PPE_WIDTH/2]),
    .valid                              (anyGnt_smpl_pe[1]) 
    );
    assign valid = (anyGnt_smpl_pe[0] | anyGnt_smpl_pe[1]);
    always @* begin
        case(anyGnt_smpl_pe_thermo)
            2'b00: begin
                case(anyGnt_smpl_pe)
                    2'b00: begin
                        Gnt = Gnt_smpl_pe;
                    end
                    2'b01: begin
                        Gnt = Gnt_smpl_pe;
                    end
                    2'b10: begin
                        Gnt = Gnt_smpl_pe;
                    end
                    2'b11: begin
                        Gnt[PPE_WIDTH-1:PPE_WIDTH/2] = 0;
                        Gnt[PPE_WIDTH/2-1:0] = Gnt_smpl_pe[PPE_WIDTH/2-1:0];
                    end
                endcase
            end
            2'b01: begin
                Gnt = Gnt_smpl_pe_thermo;
            end
            2'b10: begin
                Gnt = Gnt_smpl_pe_thermo;
            end
            2'b11: begin
                case (P_enc[PPE_LOG_W-1])
                    1'b0: begin
                        Gnt[PPE_WIDTH-1: PPE_WIDTH/2] = 0;
                        Gnt[PPE_WIDTH/2-1:0] = Gnt_smpl_pe_thermo[PPE_WIDTH/2-1:0];
                    end
                    1'b1: begin
                        Gnt[PPE_WIDTH-1: PPE_WIDTH/2] = Gnt_smpl_pe_thermo[PPE_WIDTH-1:PPE_WIDTH/2];
                        Gnt[PPE_WIDTH/2-1:0] = 0;
                    end
                endcase
            end
        endcase
    end
endmodule
module ppe_c #(
  parameter PPE_C_WIDTH = 8,
  parameter PPE_C_LOG_W = 3 
) (
    input                               clk                        ,
    input                               rst                        ,
    input              [PPE_C_WIDTH-1:0]         Req                        ,
    output reg         [PPE_C_WIDTH-1:0]         Gnt_reg,
    output reg                          valid
);
    reg                [PPE_C_WIDTH-1:0]        Req_reg                    ;
    reg                [PPE_C_LOG_W-1:0]        P_enc_reg                  ;
    wire                               valid_wire                  ;
    wire [PPE_C_LOG_W-1:0] o_value_wire;
    wire [PPE_C_WIDTH-1:0] Gnt;
    ppe #(
      .PPE_WIDTH(PPE_C_WIDTH),
      .PPE_LOG_W(PPE_C_LOG_W)
    )u_ppe_w1024 (
        .Req                                (Req_reg                   ),
        .P_enc                              (P_enc_reg                 ),
        .Gnt(Gnt),
        .valid                              (valid_wire                )
    );
    encoder #(
      .WIDTH(PPE_C_WIDTH),
      .LOG_W(PPE_C_LOG_W)
    )u_encoder (
    .in                                 (Gnt_reg << 1 | Gnt_reg >> (PPE_C_WIDTH-1)),
    .out                                (o_value_wire) 
    );
    always @(posedge clk or posedge rst) begin
        if (rst) begin
            Req_reg     <= 0;
            P_enc_reg   <= 0;
            valid       <= 0;
        end else begin
            Req_reg     <= Req;
            Gnt_reg <= Gnt;
            P_enc_reg   <= o_value_wire;
            valid       <= valid_wire;
        end
    end
endmodule
`timescale 1ns / 1ps
module smpl_pe #(
  parameter WIDTH = 512
)(
    input              [WIDTH-1: 0]        Req                        ,
    output             [WIDTH-1: 0]        Gnt                        ,
    output                              valid                       
);
    assign Gnt = Req & (~Req + 1);
    assign valid = |Req;
endmodule
`timescale 1ns / 1ps
module thermometer #(
  parameter WIDTH = 1024,
  parameter LOG_W = 10
)(
    input              [LOG_W-1: 0]        enc                        ,
    output             [WIDTH-1: 0]        thermo                      
);
    genvar i;
    generate
        for (i = 0; i < WIDTH; i = i + 1) begin : gen_loop
            assign thermo[i] = (i < enc) ? 1'b1 : 1'b0;
        end
    endgenerate
endmodule
==> design/flow/run.sh <==
#!/bin/bash
# OpenROAD 26Q1-2900-gdf79404cd8, Yosys 0.63+post, stock flow scripts
make -C /OpenROAD-flow-scripts/flow DESIGN_CONFIG=/design/flow/config.mk WORK_HOME=/design/flow/orfs finish
==> design/flow/config.mk <==
export PLATFORM = sky130hd
export DESIGN_NAME = ppe_c
export DESIGN_NICKNAME = ppe_c
export VERILOG_FILES = /design/flow/design.v
export SDC_FILE = /design/flow/constraint.sdc
export NUM_CORES = 4
export LEC_CHECK = 1
export CORE_AREA = 10 10 93 93
export DIE_AREA = 0 0 103 103
==> design/flow/constraint.sdc <==
current_design ppe_c

set clk_period 2.5
set clk_io_pct 0.2

create_clock -name clk0 -period $clk_period [get_ports {clk}]

set non_clock_inputs [all_inputs -no_clocks]
set_input_delay [expr $clk_period * $clk_io_pct] -clock clk0 $non_clock_inputs
set_output_delay [expr $clk_period * $clk_io_pct] -clock clk0 [all_outputs]
==> notes.md <==
Physical implementation

The run finished with clean final reports. The tightest min-delay check is of the reg -> reg type. The final setup violation count is 0. Looking at the clock tree report, the maximum root-to-sink buffer count equals 2.

The cell area power density is 598.3 mW/mm^2. The worst setup path is captured at a flip-flop. The half-perimeter wire length after detailed placement is 1501 um. The number of cells traversed by the worst hold path is 1.

TritonCTS built the clock tree. Across all checked pins, the minimum headroom to the slew limit is 78.95%. In the routed design, unresolved DRC markers number 0. The die outline area is 0.01061 sq mm. The report lists the cells along the critical path as inv_1 > a21oi_1 > o22ai_1 > o21bai_1 > ha_1 > nor2_1 > nor3_1 > o311ai_0 > o31ai_1.

The total I/O pin count is 19. The initial antenna violation count is 0. The number of warnings issued by yosys is 3. In the routed layout, each cell is associated on average with a via count of 3.754. Registers take 540.5 sq um. The count of buffers added by post-CTS timing repair for setup is 0. The cell row count is 30.

The total cells reported by yosys after synthesis is 85. The detailed-route wire length per cell is 10.21 um. The final timing report lists a hold violation count of 0.

The number of max-cap violations is 0. The setup path with the least slack is of type reg -> reg. The required time of the critical path is 2490 ps. The most used logic cell in the final layout is sky130_fd_sc_hd__clkdlybuf4s50_1. The number of library cell types mapped by synthesis is 30. The first-pass GRT wire length is 3174 um. The share of the core filled by cells before placement is 13.72%.

The script reports the combined buffer and inverter count of the critical path as 1. The overall via count from detail_route is 702. After detailed placement, the design holds a cell count of 183. The number of buffers inserted during clock tree synthesis is 3. The worst reg2reg path depth is 9. The synthesized area divided by synthesized cell count is 10.91 sq um. The most common logic cells in the final layout are 18 x sky130_fd_sc_hd__clkdlybuf4s50_1, 13 x sky130_fd_sc_hd__nand2_1, 12 x sky130_fd_sc_hd__dfrtp_1, 8 x sky130_fd_sc_hd__edfxtp_1, 8 x sky130_fd_sc_hd__nor2_1. The non-filler instance count after layout is 187. In the final run the clock tree shows a worst skew of 0.9737 ps.

The total overflow left after global routing is 0. The total standard cell area after synthesis is 927.1 sq um. The setup total negative slack is 0 ps. After layout, the worst path uses 81.40% of the clock period. The die boundary width is 103 um. The achievable clock frequency is 491.4 MHz. The CTS sink count is 20. Setup repair after global routing left no endpoint under its margin. The endpoint arrival time on the critical path is 2020 ps.

Clock latency on the worst-skew pair, taken at its later pin, is 250 ps. Synthesis handed over a netlist of 85 instances. On the worst path, the slowest cell contributes a delay of 460 ps.

The vertical die size is 103 um. Entering global routing, the biggest net connects 13 pins. OpenROAD emitted warnings numbering 26.

After clock tree synthesis, the flow added hold-fix buffers numbering 0. Port buffering added 18 buffers. The tree is rooted in a sky130_fd_sc_hd__clkbuf_8. In this run, post-CTS repair resized a total of 0 instances. The cell with the biggest individual delay on the critical path is sky130_fd_sc_hd__dfrtp_1. Pins over their slew limit in the final report were tallied at 0.

STA lists the endpoint of the worst register-to-register path as Gnt_reg[2]. In this run the most critical hold path is launched from Gnt_reg[5]. Of all nets on the critical path, the largest fanout is 8. On the critical path the largest part of the delay comes from AND-OR/OR-AND gates. The post-detailed-route count of antenna-violating nets is 0.

Global routing used 3.744% of the available tracks. The setup slack of the worst register-to-register path is 460 ps. The core region is 0.006756 sq mm.

The Yosys chip area is 927.1 sq um. The antenna diode count is 0. The endpoint of the worst hold path is P_enc_reg[0].

Looking at the VDD voltage map, the peak drop is 0.4795 mV. The wire length recorded after detailed routing is 1910 um. For the worst reg-to-reg path, the startpoint reported by OpenROAD is P_enc_reg[1]. The count of fill cells added during filler insertion is 729. The worst setup timing slack at the placement stage is 523.5 ps. The transition time recorded at the tightest slew-check pin is 315.7 ps. The portion of the post-synthesis area used by sequential elements is 58.30%. Relative to the synthesized area, the layout overhead comes to 36.71%. Looking at the clock tree report, the H-tree level count equals 1.

Per the final layout report, the fraction of cells sized above drive strength 1 comes to 10.28%. The number of design-rule violations left by the first detailed-router iteration is 16. The worst setup path is launched from a flip-flop. The script extracted a total leakage power of 0.4813 nW. The post-route worst setup slack is 464.9 ps. The first-pass detailed-route iteration total is 4. The number of synthesized register bits is 20. The via count of the first global-routing pass is 654. After layout, the minimum clock period comes to 2035 ps.

The final estimated routing congestion in global placement is 0.8863. The layout report lists the multi-input gate area as 357.8 sq um. After clock tree synthesis, the clock-pin slew on the worst setup and hold paths is 70 ps.
==> through the flow <==
step	util (%)	cell area, sq um	total power (W)	hold WS, ps
floorplan	-	927.1	0.0004713	431.2
global placement	17.94	1212	0.0005312	496.8
detailed placement	17.94	1212	0.0005312	504.0
CTS	18.76	1267	0.0007680	522.4
global route	18.76	1267	0.0008102	540.9
finish	18.76	1267	0.0007584	505.7
==> Yosys cell counts <==
master,count,area [sq um]
sky130_fd_sc_hd__nor2_1,8,30.03
sky130_fd_sc_hd__dfrtp_1,12,300.3
sky130_fd_sc_hd__o21bai_1,2,15.01
sky130_fd_sc_hd__a21oi_1,4,20.02
sky130_fd_sc_hd__o21ai_0,4,20.02
sky130_fd_sc_hd__a21boi_0,2,15.01
sky130_fd_sc_hd__nor4_1,1,6.260
sky130_fd_sc_hd__edfxtp_1,8,240.2
sky130_fd_sc_hd__o22ai_2,1,12.51
sky130_fd_sc_hd__ha_1,2,25.02
sky130_fd_sc_hd__nor3_1,4,20.02
sky130_fd_sc_hd__inv_1,5,18.77
sky130_fd_sc_hd__o211a_1,1,10.01
sky130_fd_sc_hd__nand2b_1,1,6.260
sky130_fd_sc_hd__o22ai_1,3,18.77
sky130_fd_sc_hd__o31ai_1,1,7.510
sky130_fd_sc_hd__o211ai_1,1,7.510
sky130_fd_sc_hd__buf_2,1,5.000
sky130_fd_sc_hd__nand2_1,13,48.80
sky130_fd_sc_hd__nor2b_1,1,6.260
sky130_fd_sc_hd__nor4_4,1,21.27
sky130_fd_sc_hd__o32ai_2,1,16.27
sky130_fd_sc_hd__clkbuf_2,1,5.000
sky130_fd_sc_hd__nand3_1,1,5.000
sky130_fd_sc_hd__or2_1,1,6.260
sky130_fd_sc_hd__nand3b_1,1,7.510
sky130_fd_sc_hd__nand2_2,1,6.260
sky130_fd_sc_hd__o21a_1,1,7.510
sky130_fd_sc_hd__o311ai_0,1,8.760
sky130_fd_sc_hd__o21ba_2,1,10.01
==> cell type report <==
cell class,instances,share of cell area (%)
clock buffer,4,4.344
sequential,20,42.65
timing repair buffer,20,15.40
inverter,5,1.481
multi-input combinational,58,28.23
tap,80,7.897
==> worst max-delay path by stage <==
stage	endpoint	cells after the start	startpoint	slack [ps]
after CTS	Gnt_reg[2]	9	P_enc_reg[1]	500
after global routing	Gnt_reg[2]	9	P_enc_reg[2]	330
final	Gnt_reg[2]	9	P_enc_reg[1]	460
==> metal layers <==
metal | routed length (um) | global-route usage [%] | up-vias
met2 | 744 | 5.119 | 35
met4 | 15 | 0.3209 | 0
li1 | - | - | 348
met5 | 0 | 0 | -
met3 | 133 | 1.354 | 2
met1 | 1016 | 5.706 | 317
==> cell families (layout without fill, tap and decap cells) <==
group / Yosys count / after routing / share of synthesized area (%)
AND-OR/OR-AND: 23 / 23 / 18.22
adder cells (fa/ha/maj): 2 / 2 / 2.699
buffers and inverters: 7 / 29 / 3.103
flip-flops: 20 / 20 / 58.30
AND/OR/NAND/NOR: 33 / 33 / 17.68
==> report_power, final <==
group | leakage [nW] | switching, W | total (W) | internal (W)
sequential | 0.216 | 0.0000299 | 0.000399 | 0.000369
combinational | 0.237 | 0.0000593 | 0.000126 | 0.0000672
clock | 0.0288 | 0.0000935 | 0.000233 | 0.000140
Power and IR drop assume default switching activity.
